### ./design.v
`timescale 1ns / 1ps
module alarmSet(hour, minute, mode, turn, change, hourKeep, minuteKeep);
input[7:0] hour;
input[7:0] minute;
input[1:0] mode;
input turn;
input change;
output[7:0]hourKeep;
output[7:0] minuteKeep;
reg[7:0] hourKeep;
reg[7:0] minuteKeep;
initial begin
	hourKeep <= 0;
	minuteKeep <= 0;
end
always @(posedge change)begin
	if(mode == 2)begin
		if(turn == 1)
			hourKeep <= hourKeep + 1;
		if(turn == 0)
			minuteKeep <= minuteKeep + 1;
	end
end
endmodule
`timescale 1ns / 1ps
module clock(clk, reset, mode, turn, change, reset1, hour, minute, second, alert);
input clk;
input reset;
input[1:0] mode;
input turn;
input change;
input reset1;
output[7:0] hour;
output[7:0] minute;
output[7:0] second;
output alert;
wire m_bit;
wire s_bit;
wire clk_h;
wire clk_m;
wire clk_s;
wire rst;
counter a_counter(.clk_h(clk_h), .clk_m(clk_m), .clk_s(clk_s), .reset(rst), 
						.hour(hour), .minute(minute), .second(second),
						.m_bit(m_bit), .s_bit(s_bit));
control a_contorl(.clk(clk), .reset(reset), .mode(mode), 
						.turn(turn), .change(change), .reset1(reset1),
						.hour(hour), .minute(minute), .second(second),
						.m_bit(m_bit), .s_bit(s_bit),
						.rst(rst), .clk_h(clk_h), .clk_m(clk_m), .clk_s(clk_s), .alert(alert));
endmodule
`timescale 1ns / 1ps
module control(clk, reset, mode, turn, change, reset1, hour, minute, second, m_bit, s_bit, rst, clk_h, clk_m, clk_s, alert);
input clk;
input reset;
input[1:0] mode;
input turn;
input change;
input reset1;
input[7:0]hour;
input[7:0]minute;
input[7:0]second;
input m_bit;
input s_bit;
output rst;
output clk_h;
output clk_m;
output clk_s;
output alert;
wire[7:0] hourKeep;
wire[7:0] minuteKeep;
wire m_bit_fix;
alarmSet a_alarmSet(.hour(hour), .minute(minute), .mode(mode), .turn(turn), .change(change), 
							.hourKeep(hourKeep), .minuteKeep(minuteKeep));
ring a_ring(.hour(hour), .minute(minute), .hourKeep(hourKeep), .minuteKeep(minuteKeep), .reset1(reset1), .alert(alert));
countFix a_countFix(.mode(mode), .turn(turn), .change(change), 
							.clk(clk), .m_bit(m_bit), .s_bit(s_bit), 
							.clk_h(clk_h), .clk_m(clk_m), .clk_s(clk_s));
assign rst = reset;
endmodule
`timescale 1ns / 1ps
module countFix(mode, turn, change, clk, m_bit, s_bit, clk_h, clk_m, clk_s);
input[1:0] mode;
input turn;
input change;
input clk;
input m_bit;
input s_bit;
output clk_h;
output clk_m;
output clk_s;
wire out2mux_h;
wire out2mux_m;
mux2_2 amux2_2(.turn(turn), .change(change), .m_bit(m_bit), .s_bit(s_bit), .out2mux_h(out2mux_h), .out2mux_m(out2mux_m));
mux2_1 mux2_1_h(.mode(mode), .clk(m_bit), .change(out2mux_h), .out(clk_h));
mux2_1 mux2_1_m(.mode(mode), .clk(s_bit), .change(out2mux_m), .out(clk_m));
mux2_1 mux2_1_s(.mode(mode), .clk(clk), .change(1'b0), .out(clk_s));
endmodule
`timescale 1ns / 1ps
module counter(clk_h, clk_m, clk_s, reset, hour, minute, second, m_bit, s_bit);
input clk_s;
input clk_m;
input clk_h;
input reset;
output[7:0] hour;
output[7:0] minute;
output[7:0] second;
output m_bit;
output s_bit;
counter24 counter_h(.out(hour), .cbit(h_bit), .clk(clk_h), .reset(reset));
counter60 counter_m(.out(minute), .cbit(m_bit), .clk(clk_m), .reset(reset));
counter60 counter_s(.out(second), .cbit(s_bit), .clk(clk_s), .reset(reset));
endmodule
module counter24(out, cbit, clk, reset);
input clk;
input reset;
output[7:0] out;
output cbit;
reg[7:0] out;
reg cbit;
always @(posedge clk or posedge reset)begin
	if(reset)begin
		out <= 0;
		cbit <= 0;
	end
 	else begin
		if(out == 'd23)begin
			out <= 0;
			cbit <= 1;
		end
		else begin
			out <= out + 1;
			cbit <= 0;
		end
	end
end
endmodule
module counter60(out, cbit, clk, reset);
input clk;
input reset;
output[7:0] out;
output cbit;
reg[7:0] out;
reg cbit;
always @(posedge clk or posedge reset)begin
	if(reset)begin
		out <= 0;
		cbit <= 0;
	end
 	else begin
		if(out == 'd59)begin
			out <= 0;
			cbit <= 1;
		end
		else begin
			out <= out + 1;
			cbit <= 0;
		end
	end
end
endmodule
`timescale 1ns / 1ps
module mux2_1(mode, clk, change, out);
input[1:0]mode;
input clk;
input change;
output out;
reg out;
always @(mode, clk, change)begin
	case(mode)
		0: out = clk;
		1: out = change;
		2: out = clk;
		default: out = clk;
	endcase
end
endmodule
`timescale 1ns / 1ps
module mux2_2(turn, change, m_bit, s_bit, out2mux_h, out2mux_m);
input turn;
input change;
input m_bit;
input s_bit;
output out2mux_h;
output out2mux_m;
reg out2mux_h;
reg out2mux_m;
always@(turn or change or m_bit or s_bit)begin
	if(turn == 1)begin
		out2mux_h = change;
		out2mux_m = s_bit;
	end
	if(turn == 0)begin
		out2mux_h = m_bit;
		out2mux_m = change;
	end
end
endmodule
`timescale 1ns / 1ps
module ring(hour, minute, hourKeep, minuteKeep, reset1, alert);
input[7:0] hour;
input[7:0] minute;
input[7:0]hourKeep;
input[7:0]minuteKeep;
input reset1;
output alert;
reg alert;
always@(minute)begin
	if(minute == 0 || (minute == minuteKeep && hour == hourKeep && reset1))
		alert = 1;
	else
		alert = 0;
end
endmodule
### ./run.sh
#!/bin/bash
# OpenROAD 26Q1-2900-gdf79404cd8, Yosys 0.63+post, stock flow scripts
make -C /OpenROAD-flow-scripts/flow DESIGN_CONFIG=/design/flow/config.mk WORK_HOME=/design/flow/orfs finish
### ./config.mk
export PLATFORM = sky130hd
export DESIGN_NAME = clock
export DESIGN_NICKNAME = clock
export VERILOG_FILES = /design/flow/design.v
export SDC_FILE = /design/flow/constraint.sdc
export NUM_CORES = 4
export LEC_CHECK = 1
export CORE_UTILIZATION = 40
### ./constraint.sdc
current_design clock

set clk_period 1.7
set clk_io_pct 0.2

create_clock -name clk0 -period $clk_period [get_ports {change}]

set non_clock_inputs [all_inputs -no_clocks]
set_input_delay [expr $clk_period * $clk_io_pct] -clock clk0 $non_clock_inputs
set_output_delay [expr $clk_period * $clk_io_pct] -clock clk0 [all_outputs]
==> flow_summary.json <==
{
  "status": "finished with violations",
  "violations": "setup timing",
  "final-max-slew-violation-count": 0,
  "worstMarginPinSlew_ns": 0.420,
  "yosysUniqueCellTypes": 31,
  "worstPathRequired_ns": 1.36,
  "synth-async-reset-ratio": 0.619,
  "worstPathMaxFanout": 2,
  "layout_min_cycle_time_ns": 2.36,
  "hold_path.class": "in2async",
  "die.size.y_um": 74.1,
  "synthTopCellsByCount": "xnor2_1, dfrtp_1, nor2_1",
  "drt-vias-per-instance": 4.91,
  "critPathKind": "reg2out",
  "untimed_endpoints": 17,
  "rsz0062_at_grt": "yes",
  "p_seq_frac": 0.381,
  "cp_slowest_cell": "or4b_4",
  "fmax_mhz": 423,
  "whs_ns": 0.0914,
  "p_per_area_nw_per_um2": 431,
  "clkPwrFrac": 0.553,
  "initial_utilization": 0.429,
  "fp.dieArea_um2": 5490,
  "max-slew-margin-rel": 0.718,
  "grt_pass1_vias": 1834,
  "yosys_area_um2": 2080,
  "p_int_mw": 1.08,
  "antenna_found_initial": 0,
  "yosysWarningCount": 7,
  "ioPinCount": 32,
  "critical_path_arrival_ns": 2.02,
  "die_w_um": 74.1,
  "p_sw_frac": 0.212,
  "routedWlPerCell_um": 14.8,
  "p_comb_frac": 0.066,
  "tool_warnings": 28,
  "synth_area_um2": 2080,
  "dr.pass1.iters": 4,
  "grt_start_max_net_pins": 27,
  "finClkSkew_ns": 0.00459,
  "ant_nets": 0,
  "unclocked_pins": 9,
  "clkSlewWorstSetupHoldPaths_ns": 0.04,
  "ys.flops": 42,
  "syn_avg_cell_area_um2": 11.9,
  "layout.core_utilization": 0.657,
  "drtIter0Drc": 51,
  "finalHoldViolCount": 0,
  "routabilityCongestion": 0.917,
  "worst_r2r_path_depth": 8,
  "topCellsByArea": "dfrtp_1, edfxtp_1, xnor2_1",
  "endpoint_kind": "primary output",
  "crit_chain": "inv_1, ha_1, or4b_4, nor4_4, a31o_1, buf_2",
  "grt_usage": 0.212,
  "max-vdd-ir-drop_uv": 342,
  "cts_tree": "yes",
  "via_count": 1694,
  "num_antenna_cells": 0,
  "edf_count": 16,
  "power.total_mw": 1.37,
  "synth_top_cell_by_area": "dfrtp_1",
  "power_switching_mw": 0.291,
  "period_used_share": 1.39,
  "area_delta_synth_final_pct": 53.3,
  "core_um2": 4850,
  "fillers": 333,
  "place_hpwl_mm": 3.24,
  "yosys.stat.seqShare": 0.544,
  "drive_above_1_share": 0.324,
  "rows": 25,
  "totalWireLength_mm": 5.12,
  "grt_pass1_wl_mm": 8.38,
  "top_area_frac": 0.313,
  "synthCells": 175,
  "fin_ws_ns": -0.663,
  "port-buffer-count": 31,
  "register_area_um2": 1130,
  "cp_slowest_stage_delay_ns": 0.47,
  "most_common_cell": "xnor2_1",
  "clkLatencyLatePin_ns": 0.60,
  "p_leak_nw": 1.43,
  "setup_viol": 4,
  "ff_type": "dfrtp_1",
  "comb_area_um2": 937,
  "ys_cells": 175,
  "cap_violations": 0,
  "drcViolationCount": 0,
  "grt-ovfl-total": 0,
  "start_kind": "register"
}
[registers in the layout (all words and copies together), names as in the netlist]
register / flops
a_contorl.a_alarmSet.hourKeep: 8
a_counter.counter_m.cbit: 1
a_counter.counter_h.out: 8
a_counter.counter_s.out: 8
a_contorl.a_alarmSet.minuteKeep: 8
a_counter.counter_s.cbit: 1
a_counter.counter_m.out: 8
[logic make-up after synthesis]
| family | after synthesis | share of synthesized area |
|---|---|---|
| AND/OR/NAND/NOR | 69 | 0.189 |
| buffers and inverters | 7 | 0.0163 |
| multiplexers | 2 | 0.0108 |
| flip-flops | 42 | 0.544 |
| AND-OR/OR-AND | 4 | 0.0138 |
| XOR/XNOR | 45 | 0.190 |
| adder cells (fa/ha/maj) | 6 | 0.0361 |
[repair_timing]
action / 4_1_cts / 5_1_grt
pin swaps: 1 / 3
buffers inserted: 24 / 10
endpoints found under the setup margin: 17 / 23
hold endpoints to repair: 0 / 0
resized: 66 / 17
hold buffers: 0 / 0
[stage by stage]
step | instance area (um^2) | setup WS [ns] | cells | setup TNS (ns)
floorplan | 2080 | 0.0788 | 175 | 0
global placement | 2730 | -0.375 | 305 | -0.375
detailed placement | 2730 | -0.383 | 305 | -0.383
CTS | 3190 | -0.706 | 347 | -1.57
global route | 3190 | -0.756 | 345 | -1.19
finish | 3190 | -0.663 | 345 | -0.870
[critical path, delay by kind of cell, from the launching register on]
family	cells	cell delay [ns]
AOI/OAI and AO/OA	1	0.13
DFF	1	0.39
and+or+nand+nor	2	0.60
adders and majority gates	1	0.13
buffers and inverters	2	0.17
[cell type report]
class                           count  share of cell area
Tap cell                           67              0.0263
Timing Repair Buffer               87               0.250
Clock inverter                      1             0.00118
Inverter                            5             0.00589
Clock buffer                       17              0.0672
Sequential cell                    42               0.355
Multi-Input combinational cell    126               0.294
[final timing paths]
path,from,end,slack (ns)
hold / removal,reset,a_counter.counter_h.out[6],0.09
setup reg to reg,a_counter.counter_m.out[0],a_counter.counter_m.out[1],0.08
setup / recovery,a_counter.counter_m.out[1],alert,-0.66
min in group clk0,a_counter.counter_h.out[5],a_counter.counter_h.out[5],0.62
hold reg to reg,a_counter.counter_h.out[5],a_counter.counter_h.out[5],0.62
max in group asynchronous,reset,a_counter.counter_h.out[0],1.36
[layer usage]
layer | routed length, um | share of wire | vias to the layer above | global-route usage
met3 | 254 | 0.050 | 4 | 0.0563
li1 | - | - | 819 | -
met5 | 0 | 0 | - | 0
met2 | 2410 | 0.47 | 49 | 0.326
met1 | 2420 | 0.47 | 822 | 0.325
met4 | 43 | 0.0084 | 0 | 0.0363
[cells in the final DEF (no fill, tap or decap)]
| master | count |
|---|---|
| o21ai_0 | 1 |
| clkbuf_1 | 2 |
| nand2_1 | 6 |
| clkinv_1 | 1 |
| dfrtp_1 | 26 |
| nand2b_1 | 1 |
| clkdlybuf4s50_1 | 14 |
| nand4_1 | 7 |
| a31o_1 | 1 |
| or4b_4 | 1 |
| clkbuf_8 | 15 |
| nor2_1 | 17 |
| xnor2_1 | 32 |
| nor4_4 | 2 |
| or2_2 | 1 |
| xor2_1 | 13 |
| inv_1 | 5 |
| nor2b_1 | 3 |
| nor4_2 | 2 |
| and4_1 | 1 |
| buf_4 | 32 |
| buf_2 | 7 |
| edfxtp_1 | 16 |
| o31ai_1 | 1 |
| clkbuf_2 | 1 |
| nand4b_1 | 1 |
| and3b_1 | 1 |
| ha_1 | 5 |
| and2_1 | 2 |
| nand3_1 | 16 |
| nand3b_1 | 1 |
| buf_12 | 1 |
| ha_2 | 1 |
| mux2_2 | 2 |
| buf_6 | 25 |
| and3_1 | 6 |
| a21boi_0 | 1 |
| nor3b_1 | 1 |
| clkdlybuf4s15_1 | 5 |
| dlymetal6s2s_1 | 2 |
[power by group through the flow]
stage         clock (mW)  combinational (mW)  sequential (mW)
CTS                0.774              0.0916            0.524
global route       0.810               0.101            0.525
finish             0.760              0.0903            0.524
