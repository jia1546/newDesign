$ cat /design/flow/config.mk
export PLATFORM = sky130hd
export DESIGN_NAME = clk_1Hz
export DESIGN_NICKNAME = clk_1Hz
export VERILOG_FILES = /design/flow/design.v
export SDC_FILE = /design/flow/constraint.sdc
export NUM_CORES = 4
export LEC_CHECK = 1
export CORE_UTILIZATION = 30
$ cat /design/flow/constraint.sdc
current_design clk_1Hz

set clk_period 3.3
set clk_io_pct 0.2

create_clock -name clk0 -period $clk_period [get_ports {clk_50MHz}]

set non_clock_inputs [all_inputs -no_clocks]
set_input_delay [expr $clk_period * $clk_io_pct] -clock clk0 $non_clock_inputs
set_output_delay [expr $clk_period * $clk_io_pct] -clock clk0 [all_outputs]
$ cat /design/flow/design.v
`timescale 1ns / 1ps
module clk_1Hz(clk_50MHz, reset, clk_1Hz);
input clk_50MHz;
input reset;
output clk_1Hz;
reg clk_1Hz;
reg[24:0] count;
always @(posedge clk_50MHz or posedge reset)begin
	if(reset == 1)begin
		clk_1Hz <= 0;
		count <= 0;
	end
	else begin
		if(count == 25000000)begin
			clk_1Hz <= ~ clk_1Hz;
			count <= 0;
		end
		else
			count <= count + 1;
	end
end
endmodule
$ cat /design/flow/run.sh
#!/bin/bash
# OpenROAD 26Q1-2900-gdf79404cd8, Yosys 0.63+post, stock flow scripts
make -C /OpenROAD-flow-scripts/flow DESIGN_CONFIG=/design/flow/config.mk WORK_HOME=/design/flow/orfs finish
==> impl_metrics.ini <==
; yosys + openroad results
[final_timing]
fin_tns_setup_ps = 0
skew_ps = 2.41
min_period_ps = 1860
tightestPinTransition_ps = 338
rsz0062_at_grt = false
setup_viol = 0
fmax_mhz = 538
slew_violations = 0
final_hold_viol_count = 0
relSlewSlack = 0.775
finalClockPeriodUsage = 0.563

[min_path]
hold_start = clk_1Hz$_DFFE_PP0N_
hold_class = reg2reg
hold_depth = 1
hold_path_end = clk_1Hz$_DFFE_PP0N_

[critical_path]
startpoint = count[2]$_DFF_PP0_
reg2reg_depth = 4
crit_fanout = 9
endpoint_kind = flip-flop
rr_startpoint = count[2]$_DFF_PP0_
worstPathRequired_ps = 3490
crit_arrival_ps = 2050
critPathLaunchType = flip-flop
ff2ff_setup_slack_ps = 1440
reg2reg_to = count[24]$_DFF_PP0_
critPathKind = reg2reg

[clock_tree]
ctsHtreeMaxLevel = 1
cts_setup_buffers = 0
clockBufferDepth = 2
cts.clk_slew.worst_paths_ps = 80
clock_sinks = 26
cts_buffers = 3
cts_tree = yes
ctsResizeCount = 0
ctsRootBufferMaster = clkbuf_8
clk_latency_ps = 260
cts_hold_buf = 0

[die]
chip_area_um2 = 4690
io_pins = 3
rows = 23
fp-utilization = 0.322
dieWidth_um = 68.5
core_um2 = 4120
fp.dieH_um = 68.5

[yosys]
edf_count = 0
synthCells = 130
ys.flops = 26
synth_stat.cells = 130
yosysChipArea_um2 = 1330
ys_async_sr_fraction = 1.00
synthFlopType = dfrtp_1
ys_seq_share = 0.491
synth_warnings = 1
synth.top_cells.by_count = dfrtp_1 (26), a21oi_1 (9), nand3_1 (9), xnor2_1 (9)
top_cells_by_area = dfrtp_1 (49%), xnor2_1 (5.9%), a21oi_1 (3.4%)
avgSynthCellArea_um2 = 10.2
most_common_cell = dfrtp_1
syn_area_um2 = 1330
synth.distinct_cells = 34
top_area_cell = dfrtp_1
yosysTopAreaCellShare = 0.491

[placement]
placed_cells = 181
gp_congestion = 0.890
placed_cell_area_um2 = 1400
port_buffers = 2
place_hpwl_um = 1770

[global_route]
grt_pass1_wl_um = 4330
grt_max_degree = 27
grt_overflow = 0
antenna_found_initial = 0
grt.total_usage = 0.130
grt_pass1_vias = 925

[finish]
logic_area_um2 = 631
syn2layout_area_growth_pct = 9.92
fin_cells = 185
fill_cells = 410
seq_area_um2 = 651
drive_gt1_frac = 0.0963
post-route-util = 0.354
final_cell_area_um2 = 1460

[run]
drv_cap = 0
tool_warnings = 26

[route]
wirelength_um = 2470
vias = 985
drt_iter0_drc = 52
diodes = 0
first_pass_iters = 4
routedWlPerCell_um = 13.4
drc = 0
vias_per_cell = 5.32
ant_nets = 0

[power]
p_leak_nw = 0.609
finalPower_uw = 524
p_per_area_nw_per_um2 = 359
peakVddDrop_mv = 0.312

[outcome]
status = complete, no violations
==> layout by cell type (no fill, tap or decap), types with 3 or more instances in the layout <==
master	n
o21ai_0	7
nor3_1	3
xor2_1	5
a21oi_1	9
nor2_1	7
nand2_1	6
dfrtp_1	26
or3_1	4
nand4_1	7
or4_1	3
clkbuf_8	4
and3_1	4
inv_1	6
xnor2_1	9
nand3_1	9
==> cell type report <==
cell class | count | share of cell area
clock buffers | 4 | 0.0378
multi-input cells | 95 | 0.433
inverters | 6 | 0.0155
well taps | 50 | 0.0430
repair buffers | 4 | 0.0241
flip-flops and latches | 26 | 0.447
==> flip-flops by register name, summed over array words and instances, names as in the netlist <==
name,count
count,25
clk_1Hz,1
==> worst max-delay path by stage <==
stage	end	slack, ps
CTS	count[24]$_DFF_PP0_	1440
global route	count[24]$_DFF_PP0_	1300
finish	count[24]$_DFF_PP0_	1440
==> layer usage <==
layer	global-route usage	vias up	wire length, um	share of wire
li1	-	487	-	-
met1	0.204	479	1230	0.50
met2	0.184	17	1070	0.43
met3	0.0490	2	137	0.055
met4	0.00781	0	29	0.012
met5	0	-	0	0
==> where the power goes <==
part	total, mW	leakage (nW)	internal, mW	switching, mW
combinational	0.00808	0.226	0.00190	0.00618
sequential	0.318	0.354	0.318	0
clock	0.197	0.0288	0.106	0.0909
==> through the flow <==
stage          worst slack [ps]  hold WS (ps)
2_1_floorplan              1660           420
3_3_place_gp               1510           458
3_5_place_dp               1470           465
4_1_cts                    1440           478
5_1_grt                    1300           518
6_report                   1440           469
==> cells by family (layout without fill, tap and decap cells) <==
kind of cell	Yosys count	count (layout)	synth area share
muxes	1	1	0.00755
DFF	26	26	0.491
adders and majority gates	2	2	0.0189
xor gates and xnor gates	14	14	0.0925
buffers and inverters	9	14	0.0330
and+or+nand+nor	59	59	0.279
AOI/OAI and AO/OA	19	19	0.0784
==> critical path, cell delays in order (launching register included) <==
cell     delay, ps
dfrtp_1        420
and3_1         390
nand4_1        290
or4_1          540
a21oi_1        150
Power and IR drop assume default switching activity.
