$ cat /design/flow/config.mk
export PLATFORM = sky130hd
export DESIGN_NAME = counter12
export DESIGN_NICKNAME = counter12
export VERILOG_FILES = /design/flow/design.v
export SDC_FILE = /design/flow/constraint.sdc
export NUM_CORES = 4
export LEC_CHECK = 1
export CORE_AREA = 10 10 72 72
export DIE_AREA = 0 0 82 82
$ cat /design/flow/constraint.sdc
current_design counter12

set clk_period 1.6
set clk_io_pct 0.2

create_clock -name clk0 -period $clk_period [get_ports {clk}]

set non_clock_inputs [all_inputs -no_clocks]
set_input_delay [expr $clk_period * $clk_io_pct] -clock clk0 $non_clock_inputs
set_output_delay [expr $clk_period * $clk_io_pct] -clock clk0 [all_outputs]
$ cat /design/flow/design.v
module counter12(out, cbit, clk, reset);
input clk;
input reset;
output[7:0] out;
output cbit;
reg[7:0] out;
reg cbit;
always @(posedge clk or posedge reset)begin
	if(reset)begin
		out <= 0;
		cbit <= 0;
	end
 	else begin
		if(out == 'd23)begin
			out <= 0;
			cbit <= 1;
		end
		else begin
			out <= out + 1;
			cbit <= 0;
		end
	end
end
endmodule
$ cat /design/flow/run.sh
#!/bin/bash
# OpenROAD 26Q1-2900-gdf79404cd8, Yosys 0.63+post, stock flow scripts
make -C /OpenROAD-flow-scripts/flow DESIGN_CONFIG=/design/flow/config.mk WORK_HOME=/design/flow/orfs finish
==> results.tsv <==
metric	value	unit
grt_pass1_wl	1.38	mm
warnings	25	
slew_headroom	77.1	%
regArea	225	µm²
combPwrFrac	1.4	%
startpoint	out[3]	
hold_viol	0	
finalCriticalPeriod	1530	ps
drv_slew	0	
critical_path.cell_chain	clkdlybuf4s50_1	
clk_pin_slew	40	ps
cts_hold_buf	0	
finalSetupViolations	0	
ys_ff	9	
area.combinational	146	µm²
tns	0	ps
max_clock_freq	654	MHz
die_w	82	µm
internal_power	404	µW
cts_buffer_depth	2	
finalClockPeriodUsage	95.6	%
drtAntennaViolNets	0	
h-tree-depth	1	
power	494	µW
top_cells_by_area	dfrtp_1 59%, xnor2_1 6.9%, nand3_1 5.3%	
syn_area_per_cell	12.2	µm²
synth-simple-area-share	19.8	%
seq_power_share	46.2	%
ys_area	379	µm²
crit_fanout	6	
crit_required	1280	ps
tritoncts	yes	
ys_seq_share	59.4	%
design_area	584	µm²
p_leak	0.000247	µW
yosys_warnings	1	
fp-row-count	22	
status	complete, no violations	
synth_top_area_share	59.4	%
drt-initial-drc-count	33	
top_logic_kind	simple AND/OR/NAND/NOR gates	
syn2layout_area_growth	54.1	%
routed_wl	868	µm
diodes	0	
viasPerCell	2.97	
skew	0.552	ps
critPathLaunchType	flop	
antenna_found_initial	0	
post-route-drc-count	0	
power_frac_clock	52.4	%
tightest_slew	343	ps
gr-total-overflow	0	
grt_max_degree	10	
compound_area_share	6.27	%
synth-async-reset-ratio	100	%
hold_class	input pin to asynchronous set/reset pin	
synth_area	379	µm²
core	0.00369	mm²
rsz0062_at_grt	no	
crit_family	buffers and inverters	
synthFlopType	dfrtp_1	
cts_buffers	3	
edf_count	0	
synthMuxAreaShare	0	%
pwr_density_cell	846	mW/mm²
p_sw_share	18.3	%
top_area_cell	dfrtp_1	
worstPathArrival	1210	ps
wl_per_cell	9.33	µm
xor_area_share	9.24	%
fillers	411	
ios	11	
vias	276	
critPathMaxStageDelay	510	ps
grt_pass1_vias	285	
floorplan.core_util	10.3	%
fp.dieH	82	µm
grt_usage	2.70	%
slowest_stage	clkdlybuf4s50_1	
drive_gt1_share	13.3	%
r2r_start	out[0]	
cts_resized	0	
portBuffers	10	
worstSetupEndpointType	output port	
firstDrtPassIters	3	
crit_buf_inv	1	
clk_latency	230	ps
drv_cap	0	
most_common_cell	dfrtp_1	
yosys_cells	31	
p_sw	90.2	µW
postSynthCellCount	31	
yosys.area_share.adder	3.30	%
critical_path_class	flop to output port	
common_cells	9 x dfrtp_1, 4 x nand3_1, 3 x xnor2_1	
ir_drop	0.302	mV
cts_sinks	9	
die-area	0.00672	mm²
synth.distinct_cells	16	
place.gp.congestion	0.642	
place_area	539	µm²
root_buffer	clkbuf_8	
postCtsSetupBuffers	0	
[cells in the final DEF (no fill, tap or decap)]
cell / instances
a21oi_1: 1
a31oi_1: 1
and3_1: 1
and3_2: 1
clkbuf_1: 1
clkbuf_8: 3
clkdlybuf4s50_1: 10
dfrtp_1: 9
ha_1: 1
inv_1: 2
nand3_1: 4
nor2_1: 2
nor2b_1: 1
nor3_4: 1
o211ai_1: 1
o21ai_1: 1
or3_4: 1
xnor2_1: 3
xor2_1: 1
[per-layer routing]
metal,share of wire (%),GRT usage (%),vias up
met3,25,3.30,0
met5,0,0,-
met4,0,0.340,0
li1,-,-,133
met1,46,3.86,130
met2,29,2.27,13
[worst paths after layout]
| check | depth (start not counted) | slack, ps | to |
|---|---|---|---|
| min reg2reg | 1 | 490 | out[7] |
| min in group clk0 | 1 | 490 | out[7] |
| min | 2 | 350 | out[0] |
| max reg2reg | 4 | 350 | out[3] |
| max | 1 | 70 | out[3] |
| max in group asynchronous | 2 | 1000 | out[5] |
[sequential cells by signal, summed over array words and instances, names as in the netlist]
signal	count
out	8
cbit	1
[logic make-up (layout without fill, tap and decap cells)]
family                     Yosys count  count (layout)
buffers and inverters                2              16
adders and majority gates            1               1
xor gates and xnor gates             4               4
and+or+nand+nor                     11              11
AOI/OAI and AO/OA                    4               4
DFF                                  9               9
[per-stage QoR]
stage / worst slack, ps / utilization [%] / hold slack, ps / instances
floorplan: 451 / - / 148 / 31
global placement: 324 / 14.6 / 479 / 89
detailed placement: 304 / 14.6 / 482 / 89
CTS: 55.2 / 15.8 / 366 / 93
global route: 0.177 / 15.8 / 384 / 93
finish: 71.2 / 15.8 / 353 / 93
[cell type report]
cell class              count  area share (%)
flip-flops and latches      9            38.5
repair buffers             10            17.1
clock buffers               4            7.71
well taps                  48            10.3
multi-input cells          20            25.1
inverters                   2            1.28
[power groups by stage]
stage                 sequential (µW)  clock, µW  combinational (µW)
after CTS                         228        264                7.16
after global routing              228        286                7.94
final                             229        259                6.77
Power is estimated from default activity; no workload was simulated.
